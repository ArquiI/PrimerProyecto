### flow/config.mk
export PLATFORM = sky130hd
export DESIGN_NAME = shiftLeftNBits
export DESIGN_NICKNAME = shiftLeftNBits
export VERILOG_FILES = /design/flow/design.v
export SDC_FILE = /design/flow/constraint.sdc
export NUM_CORES = 4
export LEC_CHECK = 1
export CORE_UTILIZATION = 40
export SYNTH_HDL_FRONTEND = slang
### flow/constraint.sdc
current_design shiftLeftNBits

set clk_period 6.3
set clk_io_pct 0.2

create_clock -name clk0 -period $clk_period

set non_clock_inputs [all_inputs -no_clocks]
set_input_delay [expr $clk_period * $clk_io_pct] -clock clk0 $non_clock_inputs
set_output_delay [expr $clk_period * $clk_io_pct] -clock clk0 [all_outputs]
### flow/design.v
module shiftLeftNBits
#(parameter bits=32)
(input logic [bits-1:0] a, b, output logic [bits-1:0] y);
int temp;
always @( b )
    temp = b;
assign y = a<<temp;
endmodule
### flow/run.sh
#!/bin/bash
# OpenROAD 26Q1-2900-gdf79404cd8, Yosys 0.63+post, stock flow scripts
make -C /OpenROAD-flow-scripts/flow DESIGN_CONFIG=/design/flow/config.mk WORK_HOME=/design/flow/orfs finish
==> out/summary.log <==
qor: run_status.status finished clean
qor: logic_synthesis.avgSynthCellArea 8.70 sq um
qor: timing.finalHoldWorstSlack 3680 ps
qor: timing.slew_headroom 0.525
qor: detailed_routing.ant_nets 0
qor: detailed_routing.drt_iter0_drc 204
qor: detailed_routing.count_of_vias_placed_by_the_detailed_router 2320
qor: floorplan.effective_utilization_at_floorplan 0.429
qor: place.dp_hpwl 5260 microns
qor: clock_network.cts-resized-gates 0
qor: worst_setup_path.worst_ep_required_time 5040 ps
qor: place.place_worst_setup_slack 917 ps
qor: floorplan.die_x 74.1 microns
qor: cells_and_area.sequential_cells 0
qor: detailed_routing.route.detailed.wl_per_inst 17.7 microns
qor: floorplan.row_count 25
qor: logic_synthesis.syn_area 2080 sq um
qor: cells_and_area.syn2layout_area_growth 44.2%
qor: floorplan.core 4850 sq um
qor: detailed_routing.drt_drc_violations_left 0
qor: clock_network.post-cts-setup-buffer-count 0
qor: worst_setup_path.crit_path_start_kind primary input
qor: detailed_routing.totalWireLength 6730 microns
qor: cells_and_area.final_design_area_no_fill 3000 sq um
qor: run.drv_cap 0
qor: timing.max_clock_freq 0.185 GHz
qor: worst_setup_path.endpoint_kind_of_the_worst_setup_timing_path primary output
qor: floorplan.floorplan.die.height 74.1 microns
qor: detailed_routing.detailedRoute.firstPassIterationCount 4
qor: cells_and_area.fraction_of_final_layout_cells_sized_beyond_drive_strength_1 0.188
qor: min_path.hold_class in -> out
qor: detailed_routing.wl_met1 3110 microns
qor: place.detailed_place.area 3000 sq um
qor: power.vdd.ir_drop.worst 0.0000461 V
qor: detailed_routing.top_signal_layer_used met3
qor: timing.timing_hold_violations_final 0
qor: detailed_routing.via_per_inst 6.09
qor: worst_setup_path.crit_end y[25]
qor: place.numPortBuffers 96
qor: timing.timing.final.ws_setup 893 ps
qor: timing.final.setup.tns 0 ps
qor: worst_setup_path.critical_path_class in -> out
qor: logic_synthesis.synth_cell_types 41
qor: timing.finalSetupViolations 0
qor: timing.timing_max_transition_violations_final 0
qor: place.gp_congestion 0.918
qor: worst_setup_path.startpoint b[2]
qor: logic_synthesis.ys_cells 239
qor: timing.layout_worst_path_cycle_share 0.858
qor: worst_setup_path.path_max_fanout 28
qor: global_route.antenna_found_initial 0
qor: power.p_leak 0.00103 uW
qor: detailed_routing.insertedDiodeCount 0
qor: power.power.density_cell_area 65.0 nW/um^2
qor: cells_and_area.ff_latch_area 0 sq um
qor: cells_and_area.final.clkbuf_count 0
qor: worst_setup_path.arrival 4150 ps
qor: timing.clock_period_minus_worst_slack 5410 ps
qor: global_route.grt_util_all_layers 0.259
qor: logic_synthesis.yosys_warnings 0
qor: global_route.wire_length_of_the_first_global_routing_pass 10500 microns
qor: floorplan.pin_count 96
qor: global_route.globalRouteOverflowTotal 0
qor: floorplan.dieArea 5490 sq um
qor: detailed_routing.route.met3.wl 684 microns
qor: timing.worst_slew_pin_slew 710 ps
qor: logic_synthesis.yosys_area 2080 sq um
qor: run.warning_count 33
qor: timing.rsz_0062_raised_after_global_routing false
qor: clock_network.holdBufCountCts 0
qor: global_route.first_global_vias 2026
qor: cells_and_area.finish.utilization 0.619
qor: detailed_routing.wl_met2 2940 microns
qor: cells_and_area.filler_cell_count 421
qor: logic_synthesis.post_synth_inst_count 239
qor: global_route.largest_net_degree_at_the_start_of_global_routing 35
qor: logic_synthesis.synth_seq_share 0
[cell families (layout without fill, tap and decap cells)]
family,Yosys count,count (layout),synth area share
buffers and inverters,31,106,0.0866
and+or+nand+nor,99,99,0.235
AOI/OAI and AO/OA,48,48,0.149
muxes,61,61,0.529
[critical path, cell delays in order]
cell,delay [ps]
sky130_fd_sc_hd__clkdlybuf4s50_1,920
sky130_fd_sc_hd__buf_4,430
sky130_fd_sc_hd__mux4_2,360
sky130_fd_sc_hd__mux2_2,300
sky130_fd_sc_hd__a21oi_1,220
sky130_fd_sc_hd__mux2_2,190
sky130_fd_sc_hd__nor2_1,40
sky130_fd_sc_hd__clkdlybuf4s50_1,420
[cell usage after synthesis]
cell type                   n  share of area
sky130_fd_sc_hd__nand2_1   36          0.065
sky130_fd_sc_hd__a311o_1    2         0.0096
sky130_fd_sc_hd__nand3b_1   1         0.0036
sky130_fd_sc_hd__o21ai_0    3         0.0072
sky130_fd_sc_hd__clkbuf_1  10          0.018
sky130_fd_sc_hd__nor3_1     4         0.0096
sky130_fd_sc_hd__or2_2      1         0.0030
sky130_fd_sc_hd__buf_4      1         0.0036
sky130_fd_sc_hd__or3_1      2         0.0060
sky130_fd_sc_hd__a31oi_1    2         0.0060
sky130_fd_sc_hd__inv_1      2         0.0036
sky130_fd_sc_hd__clkinv_1   1         0.0018
sky130_fd_sc_hd__o22a_1     1         0.0042
sky130_fd_sc_hd__nand3_1    6          0.014
sky130_fd_sc_hd__nor4_1     9          0.027
sky130_fd_sc_hd__o211ai_1   5          0.018
sky130_fd_sc_hd__mux4_2    37           0.40
sky130_fd_sc_hd__and2_1     5          0.015
sky130_fd_sc_hd__a211oi_1   6          0.022
sky130_fd_sc_hd__nand2b_1   3         0.0090
sky130_fd_sc_hd__nor3_2     2         0.0096
sky130_fd_sc_hd__mux4_1     1          0.013
sky130_fd_sc_hd__nand4_1    2         0.0060
sky130_fd_sc_hd__and3b_1    1         0.0042
sky130_fd_sc_hd__buf_12     1         0.0096
sky130_fd_sc_hd__nor2b_1    2         0.0060
sky130_fd_sc_hd__o22ai_1    2         0.0060
sky130_fd_sc_hd__o21ai_1    6          0.014
sky130_fd_sc_hd__mux2i_1   14          0.067
sky130_fd_sc_hd__o31ai_1    2         0.0072
sky130_fd_sc_hd__nor4b_2    1         0.0072
sky130_fd_sc_hd__and3_1     3         0.0090
sky130_fd_sc_hd__nor2_1    20          0.036
sky130_fd_sc_hd__inv_2      1         0.0018
sky130_fd_sc_hd__a21oi_1   14          0.034
sky130_fd_sc_hd__and2b_1    1         0.0036
sky130_fd_sc_hd__buf_6      4          0.022
sky130_fd_sc_hd__a31o_2     1         0.0042
sky130_fd_sc_hd__mux2_2     9          0.049
sky130_fd_sc_hd__buf_2     11          0.026
sky130_fd_sc_hd__a211o_1    4          0.017
[report_power, final]
part / leakage, uW / switching (uW) / internal, uW
logic: 0.00103 / 88.8 / 106
clock network: 0 / 0 / 0
registers: 0 / 0 / 0
[cells in the final DEF (no fill, tap or decap), drive strengths merged, types with 2 or more instances in the layout]
master | Yosys | final
nand3 | 6 | 6
clkdlybuf4s50 | 0 | 95
o31ai | 2 | 2
o211ai | 5 | 5
a21oi | 14 | 14
a211oi | 6 | 6
nor3 | 6 | 6
buf | 17 | 7
nand2 | 36 | 36
o21ai | 9 | 9
nand2b | 3 | 3
nand4 | 2 | 2
mux2 | 9 | 9
and3 | 3 | 3
and2 | 5 | 5
inv | 3 | 3
or3 | 2 | 2
o22ai | 2 | 2
mux2i | 14 | 14
a311o | 2 | 2
nor2b | 2 | 2
a31oi | 2 | 2
mux4 | 38 | 38
nor2 | 20 | 20
a211o | 4 | 4
nor4 | 9 | 9
[through the flow]
| stage | instances | power, uW |
|---|---|---|
| after CTS | 381 | 194 |
| after global placement | 381 | 193 |
| final | 381 | 195 |
| after global routing | 381 | 211 |
| after detailed placement | 381 | 193 |
| after floorplan | 239 | 123 |
[worst min path at each step]
stage | from | end | slack, ps | cells past startpoint
4_1_cts | a[0] | y[0] | 3650 | 4
5_1_grt | a[0] | y[0] | 3740 | 4
6_report | a[0] | y[0] | 3680 | 4
[per-layer routing]
metal,vias up,GRT usage
li1,1103,-
met1,1087,0.440
met2,130,0.377
met3,0,0.0577
met4,0,0.00427
met5,-,0
[cell type report]
type               instances  area (sq um)  area share
multi-input cells        208          1900       0.633
repair buffers           102          1000       0.334
well taps                 67          83.8      0.0280
inverters                  4          15.0     0.00501
Power and IR drop assume default switching activity.
