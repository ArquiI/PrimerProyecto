===== config.mk =====
export PLATFORM = sky130hd
export DESIGN_NAME = notNBits
export DESIGN_NICKNAME = notNBits
export VERILOG_FILES = /design/flow/design.v
export SDC_FILE = /design/flow/constraint.sdc
export NUM_CORES = 4
export LEC_CHECK = 1
export CORE_AREA = 10 10 70 70
export DIE_AREA = 0 0 80 80
export SYNTH_HDL_FRONTEND = slang

===== constraint.sdc =====
current_design notNBits

set clk_period 1.0
set clk_io_pct 0.2

create_clock -name clk0 -period $clk_period

set non_clock_inputs [all_inputs -no_clocks]
set_input_delay [expr $clk_period * $clk_io_pct] -clock clk0 $non_clock_inputs
set_output_delay [expr $clk_period * $clk_io_pct] -clock clk0 [all_outputs]

===== design.v =====
module notNBits
#(parameter bits=32)
(input logic [bits-1:0] a, output logic [bits-1:0] y);
genvar i;
generate
	for(i=0; i<bits; i=i+1) begin: forloop
		notOneBit notO(a[i], y[i]);
		end
endgenerate
endmodule
module notOneBit
(input logic a, output logic y);
assign y = ~a;
endmodule

===== run.sh =====
#!/bin/bash
# OpenROAD 26Q1-2900-gdf79404cd8, Yosys 0.63+post, stock flow scripts
make -C /OpenROAD-flow-scripts/flow DESIGN_CONFIG=/design/flow/config.mk WORK_HOME=/design/flow/orfs finish

==> impl_metrics.yaml <==
# physical design summary
status:
  outcome: "finished clean"
synth:
  synth_area_leader_cell: "buf_4"
  synth_area_per_cell_um2: 5.63
  top_cells_by_count: "buf_4 (32), inv_1 (32)"
  yosysWarnings: 0
  synth.yosys.chip_area_um2: 360
  syn-instance-count: 64
  synth_sequential_area_ratio: 0
  synth.yosys.num_cells: 64
  yosysTopAreaCellShare: 0.667
  synth.lib_cells_used.distinct: 2
  syn_area_um2: 360
  top_cells_by_area: "buf_4 (67%), inv_1 (33%)"
global_route:
  grt_first_pass_wirelength_um: 1910
  grt_start_max_net_pins: 2
  global_route.usage.total: 0.0358
  number_of_global_route_vias_before_repair: 347
  grt_overflow: 0
  grt_antenna_before_repair: 0
layout:
  post_route_cells_drive_above_1_share: 0.156
  design.seq.count: 0
  fillCellCount: 402
  areaGrowthSynthToFinish_pct: 102
  comb.multi_input.count: 0
  area.sequential_um2: 0
  finalCoreUtilization: 0.213
  clock_buffers: 0
  final-instance-count-excl-fill: 142
  fin_area_um2: 728
  combGateArea_um2: 0
pwr:
  seqPwrFrac: 0
  p_int_w: 0.000136
  max-vdd-ir-drop_mv: 0.0477
  p_clk_frac: 0
  sw_ratio: 0.213
  power.share.combinational: 1.000
  leakage_nw: 0.568
  power_per_cell_area_nw_per_um2: 238
  switching_power_w: 0.0000368
worst_setup_path:
  worst-setup-path-type: "in2out"
  required_ns: 0.80
  crit_fanout: 1
  worstPathCellList: "clkdlybuf4s50_1 -> inv_1 -> buf_2"
  worst_ep_arrival_time_ns: 0.78
  critical-path-slowest-cell: "clkdlybuf4s50_1"
  sort_of_element_at_the_start_of_the_critical_path: "input port"
  cp-startpoint: "a[27]"
  slowest_delay_ns: 0.45
  setup.worst_path.end_class: "primary output"
routing:
  drt_drc_violations_left: 0
  routed_via_density: 2.49
  wirelength_um: 1300
  wl_per_cell_um: 9.15
  antenna-diode-count: 0
  drt_iter0_drc: 3
  num_vias: 353
  postRouteAntennaNets: 0
  detail_route.first_pass.iterations: 2
floorplan:
  placement_rows: 21
  die_area_um2: 6400
  floorplan_die_height_um: 80
  fp_util: 0.105
  core_area_um2: 3420
  top_level_ports: 64
  chipWidth_um: 80
sta:
  relSlewSlack: 0.960
  slew_at_the_pin_closest_to_its_max_slew_limit_ns: 0.0594
  timing.fmax_mhz: 1020
  final_setup_violations: 0
  final_max_slew_viol_count: 0
  min_period_over_period: 0.984
  finalWorstPathRequiredPeriod_ns: 0.984
  grt_setup_unrepaired: "no"
  finalHoldViolations: 0
  setup_slack_ns: 0.0158
  whs_ns: 0.614
place:
  hpwl_um: 1250
  place.detailed.instances: 142
  placed_area_um2: 818
  port-buffer-count: 64
  place_worst_setup_slack_ns: -0.343
  gpl.final_weighted_congestion: 0.724
worst_hold_path:
  hold_path_startpoint: "a[8]"
  min_path_type: "in2out"
run:
  tool_warnings: 33
  max_cap_violations: 0
clocking:
  cts.repair_timing.setup_buffer_count: 0
==> timing repair <==
item                       CTS  global route
gates resized               78            12
hold buffers                 0             0
hold endpoints to repair     0             0
setup endpoints to repair   32            11
==> final timing paths <==
| kind | to | slack (ns) | cells after the start |
|---|---|---|---|
| worst max-delay path | y[27] | 0.02 | 3 |
| worst min-delay path | y[8] | 0.61 | 3 |
==> worst max-delay path, delay by kind of cell <==
family	cells	cell delay [ns]
buffers and inverters	3	0.58
==> cell families (layout without fill, tap and decap cells) <==
family,Yosys count,count (layout),synth area share
buf+inv,64,96,1.00
==> metal layers <==
metal / track usage / vias to the layer above / part of all wire
li1: - / 192 / -
met4: 0 / 0 / 0
met5: 0 / - / 0
met1: 0.0369 / 132 / 0.33
met2: 0.0642 / 29 / 0.51
met3: 0.0216 / 0 / 0.15
==> power groups by stage <==
| stage | Sequential, W | Combinational [W] | Clock [W] |
|---|---|---|---|
| 6_report | 0 | 0.000173 | 0 |
| 4_1_cts | 0 | 0.000188 | 0 |
| 5_1_grt | 0 | 0.000197 | 0 |
==> stage by stage <==
| stage | setup TNS (ns) | total power, W |
|---|---|---|
| after floorplan | 0 | 0.0000984 |
| after global placement | -9.74 | 0.000265 |
| after detailed placement | -9.82 | 0.000266 |
| after CTS | -0.0841 | 0.000188 |
| after global routing | 0 | 0.000197 |
| final | 0 | 0.000173 |
==> layout make-up <==
class,instances,area [µm²],area share
repair buffers,64,551,0.756
inverters,32,120,0.165
well taps,46,57.6,0.0790
==> layout by cell type, fill, tap and decap left out <==
master | Yosys | final
buf_2 | 0 | 14
clkdlybuf4s50_1 | 0 | 4
clkbuf_2 | 0 | 1
inv_1 | 32 | 32
dlygate4sd2_1 | 0 | 34
dlymetal6s2s_1 | 0 | 11
Power and IR drop assume default switching activity.
